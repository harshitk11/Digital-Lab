[/design/flow/run.sh]
#!/bin/bash
# OpenROAD 26Q1-2900-gdf79404cd8, Yosys 0.63+post, stock flow scripts
make -C /OpenROAD-flow-scripts/flow DESIGN_CONFIG=/design/flow/config.mk WORK_HOME=/design/flow/orfs finish
[/design/flow/design.v]
`timescale 1ns / 1ps
module FA(a,b,cin,s,cout);
input a,b,cin;
output s,cout;
assign s    = (a^b)^cin;
assign cout = (a&b) + (cin & (a^b));
endmodule
`timescale 1ns / 1ps
module RCA(a,b,cin,s);
input [15:0] a;
input [19:0] b;
input cin;
output [19:0] s;
wire [19:0] cout;
FA f1(a[0],b[0],cin,s[0],cout[0]); 
FA f2(a[1],b[1],cout[0],s[1],cout[1]);
FA f3(a[2],b[2],cout[1],s[2],cout[2]);
FA f4(a[3],b[3],cout[2],s[3],cout[3]);
FA f5(a[4],b[4],cout[3],s[4],cout[4]);
FA f6(a[5],b[5],cout[4],s[5],cout[5]);
FA f7(a[6],b[6],cout[5],s[6],cout[6]);
FA f8(a[7],b[7],cout[6],s[7],cout[7]);
FA f9(a[8],b[8],cout[7],s[8],cout[8]);
FA f10(a[9],b[9],cout[8],s[9],cout[9]);
FA f11(a[10],b[10],cout[9],s[10],cout[10]);
FA f12(a[11],b[11],cout[10],s[11],cout[11]);
FA f13(a[12],b[12],cout[11],s[12],cout[12]);
FA f14(a[13],b[13],cout[12],s[13],cout[13]);
FA f15(a[14],b[14],cout[13],s[14],cout[14]);
FA f16(a[15],b[15],cout[14],s[15],cout[15]);
FA f17(1'b0,b[16],cout[15],s[16],cout[16]);
FA f18(1'b0,b[17],cout[16],s[17],cout[17]);
FA f19(1'b0,b[18],cout[17],s[18],cout[18]);
FA f20(1'b0,b[19],cout[18],s[19],cout[19]);
endmodule
[/design/flow/constraint.sdc]
current_design RCA

set clk_period 16.3
set clk_io_pct 0.2

create_clock -name clk0 -period $clk_period

set non_clock_inputs [all_inputs -no_clocks]
set_input_delay [expr $clk_period * $clk_io_pct] -clock clk0 $non_clock_inputs
set_output_delay [expr $clk_period * $clk_io_pct] -clock clk0 [all_outputs]
[/design/flow/config.mk]
export PLATFORM = sky130hd
export DESIGN_NAME = RCA
export DESIGN_NICKNAME = RCA
export VERILOG_FILES = /design/flow/design.v
export SDC_FILE = /design/flow/constraint.sdc
export NUM_CORES = 4
export LEC_CHECK = 1
export CORE_AREA = 10 10 70 70
export DIE_AREA = 0 0 80 80
==> flow_metrics.tcl <==
# implementation run metrics
set metrics [dict create \
    die_width_um 80 \
    yosys.cell_types.count 5 \
    p_per_area_nw_per_um2 35.3 \
    grt_pass1_vias 520 \
    setup_violations 0 \
    io_pins 57 \
    dieHeight_um 80 \
    warning_count 35 \
    areaGrowthSynthToFinish_pct 89.3 \
    grt_first_pass_wirelength_um 2680 \
    lay_top_cells "57 x clkdlybuf4s50_1, 16 x fa_1, 5 x inv_1" \
    ff_count 0 \
    antenna_found_initial 0 \
    synthesis.area_um2 536 \
    die_area_um2 6400 \
    start_kind "primary input" \
    port_buffers 57 \
    grt_max_degree 2 \
    worstMarginPinSlew_ps 117 \
    rsz0062_at_grt "false" \
    drcViolationCount 0 \
    wl_per_cell_um 13.6 \
    vias 428 \
    crit_fanout 1 \
    antenna_cells 0 \
    timing.hold.ws_ps 7480 \
    max-vdd-ir-drop_uv 12.7 \
    fillCellCount 362 \
    layout_top_cell "clkdlybuf4s50_1" \
    fp_util 0.157 \
    status "finished clean" \
    gp_congestion 0.838 \
    synth.yosys.num_cells 45 \
    wl_um 1740 \
    ctsResizeCount 0 \
    drv_slew 0 \
    viasPerCell 3.34 \
    hold_viol 0 \
    fmax_mhz 70.0 \
    finalSetupTns_ps 0 \
    drt_iter0_drc 0 \
    rows 21 \
    period_used_share 0.877 \
    n_clock_buffer 0 \
    placed_area_um2 1010 \
    endpoint_kind "output pin" \
    firstDrtPassIters 1 \
    core_um2 3420 \
    slew_headroom 0.921 \
    post_cts_buffers 0 \
    postRouteAntennaNets 0 \
    grt_util_all_layers 0.0534 \
    crit_start "a[0]" \
    crit_type "in -> out" \
    leakage_nw 0.398 \
    hp-start "b[19]" \
    syn-instance-count 45 \
    avgSynthCellArea_um2 11.9 \
    hold_buffers 0 \
    ys_seq_share 0 \
    cp.required_ps 13040 \
    ys_chip_area_um2 536 \
    yosys_warnings 0 \
    hold_class "in -> out" \
    grt_overflow_total 0 \
    maxCapViolations 0 \
    cp.arrival_ps 11030 \
    drive_above_1_share 0 \
    seq_area_um2 0 \
    postLayoutCellArea_um2 1010 \
    fin_crit_ps 14290 \
]
## routing by layer
metal  GRT usage  vias to the layer above  routed length [µm]
met1      0.0621                      183                 689
li1            -                      187                   -
met3      0.0568                        0                 508
met4           0                        0                   0
met5           0                        -                   0
met2      0.0706                       58                 540
## synthesized netlist by cell type, drive strengths merged
library cell	instances	area share
buf	20	0.28
ha	3	0.070
inv	5	0.035
xor2	1	0.016
fa	16	0.60
## per-stage QoR
step / std cells / total power, mW / setup slack [ps] / util
finish: 128 / 0.0358 / 2010 / 0.297
global route: 128 / 0.0405 / 1680 / 0.297
CTS: 128 / 0.0369 / 1950 / 0.297
detailed placement: 128 / 0.0368 / 1970 / 0.297
global placement: 128 / 0.0366 / 1980 / 0.297
floorplan: 45 / 0.0178 / 3040 / -
## path summary, 6_finish.rpt
path	cells after the start	slack (ps)	end
worst min-delay path	3	7480	s[19]
worst max-delay path	24	2010	s[19]
## power by group
part           internal (mW)  switching (mW)  total, mW
clock network              0               0          0
registers                  0               0          0
logic                 0.0267         0.00910     0.0358
total                 0.0267         0.00910     0.0358
## critical path: stages
cell and delay (ps):
clkdlybuf4s50_1 430, fa_1 440, fa_1 390, fa_1 400, fa_1 400, fa_1 390, fa_1 380, fa_1 380
fa_1 370, inv_1 70, fa_1 150, inv_1 40, fa_1 380, fa_1 400, fa_1 390, fa_1 390
fa_1 390, fa_1 390, fa_1 390, ha_1 190, ha_1 180, ha_1 180, xor2_1 150, clkdlybuf4s50_1 500
## logic make-up (layout without fill, tap and decap cells)
logic type	after synthesis	in the layout	synth area share
xor gates and xnor gates	1	1	0.0164
adders and majority gates	19	19	0.668
buffers and inverters	25	62	0.315
## area by class of cell
cell class	instances	area, µm²	area share
Timing Repair Buffer	57	571	0.563
Multi-Input combinational cell	20	367	0.362
Tap cell	46	57.6	0.0568
Inverter	5	18.8	0.0185
Power and IR drop assume default switching activity.
