File: ./config.mk
export PLATFORM = sky130hd
export DESIGN_NAME = mem8bit
export DESIGN_NICKNAME = mem8bit
export VERILOG_FILES = /design/flow/design.v
export SDC_FILE = /design/flow/constraint.sdc
export NUM_CORES = 4
export LEC_CHECK = 1
export CORE_AREA = 10 10 70 70
export DIE_AREA = 0 0 80 80
File: ./constraint.sdc
current_design mem8bit

set clk_period 1.1
set clk_io_pct 0.2

create_clock -name clk0 -period $clk_period [get_ports {clk}]

set non_clock_inputs [all_inputs -no_clocks]
set_input_delay [expr $clk_period * $clk_io_pct] -clock clk0 $non_clock_inputs
set_output_delay [expr $clk_period * $clk_io_pct] -clock clk0 [all_outputs]
File: ./design.v
`timescale 1ns / 1ps
module Dflipflop(en,D,clk,rst,Q);
input en,D,clk,rst;                     
output Q;
reg Q;
always @(posedge clk)
begin
	if (rst == 1'b1)
		begin
		Q <= 0;
		end
	else 
		begin
		if ( en == 1'b1 )
			begin
			Q <= D;
			end
		else 
			begin
			Q <= Q;
			end
		end
end		
endmodule
`timescale 1ns / 1ps
module mem8bit(din,dout,clk,wr_en,reset);
input [7:0] din;
input clk,wr_en,reset;
output [7:0] dout;
Dflipflop d0(wr_en,din[0],clk,reset,dout[0]);
Dflipflop d1(wr_en,din[1],clk,reset,dout[1]);
Dflipflop d2(wr_en,din[2],clk,reset,dout[2]);
Dflipflop d3(wr_en,din[3],clk,reset,dout[3]);
Dflipflop d4(wr_en,din[4],clk,reset,dout[4]);
Dflipflop d5(wr_en,din[5],clk,reset,dout[5]);
Dflipflop d6(wr_en,din[6],clk,reset,dout[6]);
Dflipflop d7(wr_en,din[7],clk,reset,dout[7]);
endmodule
File: ./run.sh
#!/bin/bash
# OpenROAD 26Q1-2900-gdf79404cd8, Yosys 0.63+post, stock flow scripts
make -C /OpenROAD-flow-scripts/flow DESIGN_CONFIG=/design/flow/config.mk WORK_HOME=/design/flow/orfs finish
==> run notes <==
The synthesis and place-and-route flow finished, so here is a summary.

The count of cells along the worst hold path is 2. Entering global routing, the biggest net connects 9 pins. The count of boundary I/O pins came out at 19. The share of flip-flops with an asynchronous set or reset after synthesis came out at 0%. The class of the most critical setup path is reg2out. The launch point of the worst hold path is d2.Q. The horizontal die dimension is about 80 µm. Summing internal, switching and leakage power gives approximately 0.64 mW.

Looking at the clock tree report, the H-tree level count equals 1. The CTS report gives the tree buffer count as 3. The die boundary height came out at around 80 µm. The total congestion overflow came out at 0. Data arrives at the worst endpoint at between 0.7 and 0.8 ns. The detailed-route wire length came out at 897 µm.

The total buffers and inverters traversed by the critical path is 1. The last weighted congestion value of the routability-driven placer came out at around 0.68. The count of buffers inserted at the top-level ports came out at 18. The area taken by flip-flops and latches came out at 170 µm². The routed length per instance is 9.54 µm. The clock period minus worst slack is 1.01 ns. Setup repair after global routing left no endpoint under its margin.

The share of the yosys chip area belonging to registers came out at ~46%. The number of synthesis warnings is 1. The largest fanout of any net on the critical path came out at 2. The post-place instance area came out at 543 µm².

By area the synthesized netlist is led by sky130_fd_sc_hd__dfxtp_1, sky130_fd_sc_hd__mux2i_1, sky130_fd_sc_hd__buf_4, sky130_fd_sc_hd__nor2_1, sky130_fd_sc_hd__buf_6. The half-perimeter wire length of the detailed placement result is 771 µm. The worst-margin pin slew came out at ~0.14 ns. Synthesis produced a netlist whose cell count is 34. The number of post-CTS setup repair buffers came out at 0. For this run, the top clock speed supported by timing is about 0.99 GHz. The routed via count came out at 263. Summed over all instances, the cell type with the most area after synthesis is sky130_fd_sc_hd__dfxtp_1. The wire length of the first global-routing pass came out at between 1000 and 1500 µm.

The critical path's slowest stage uses the library cell sky130_fd_sc_hd__dfxtp_2. STA shows the worst min-delay path finishing at d2.Q. Per the final layout report, the fraction of cells sized above drive strength 1 comes to between 20 and 30%. The logic depth of the worst register-to-register path is 2.

The worst slew margin relative to its limit is around 91%. By count the netlist is led by sky130_fd_sc_hd__buf_4, sky130_fd_sc_hd__dfxtp_1, sky130_fd_sc_hd__mux2i_1, sky130_fd_sc_hd__nor2_1. The floorplan has 21 rows. The initial antenna violation count came to 0. The number of synthesized register bits came out at 8. The peak per-stage delay on the critical path is between 0.3 and 0.4 ns. Across all stage logs, warnings added up to 25. The number of antenna repair diodes came out at 0. The signal on the critical path passes through dlygate4sd2_1. The total track usage came out at 2.90%. The clock-pin slew on the worst setup and hold paths came out at 0.06 ns.

The post-synthesis instance area came out at about 350 µm². According to the floorplan report, the placeable core area is 3420 µm². The via count of the first global-routing pass came out at 284. For this run, the leading register cell type out of synthesis is sky130_fd_sc_hd__dfxtp_1. The area of all placed cells without fillers came out at 566 µm². The minimum setup slack among reg-to-reg paths came out at about 0.50 ns. In the final layout, the multi-input gates occupy around 110 µm². The post-route antenna net violation count came out at 0.

The portion of synthesized cell area occupied by the leading cell type came out at between 40% and 50%. The data required time of the worst path is 0.88 ns. The DRC violation total left in the routed layout is recorded as 0.

In the final report, the number of endpoints failing setup comes to 0. The total of fill cells in the finished design came out at slightly below 400. The worst setup slack before clock tree synthesis came out at -0.132 ns. The chip area came out at roughly 6400 µm².

The area added between synthesis and finish came out at 63.8%. The type recorded for the worst min-delay path is reg2reg. Looking at the clock tree report, the root buffer type is sky130_fd_sc_hd__clkbuf_4.

The final worst-path cycle share came out at ~92%. The kind of cell adding the most delay to the critical path is flip-flops. The average size of a mapped cell is around 10 µm². The starting density of the core is 10.1%. The quantity of hold-fixing buffers added after cts came out at 0. Post-synthesis, Yosys gives the total cell area as approximately 350 µm². The violation count after the first detailed-route iteration came out at 5. The total negative setup slack came out at 0 ns. For the worst reg-to-reg path, the endpoint reported by OpenROAD is d3.Q. The count of flip-flops with a built-in enable after synthesis is 0. Max-cap violations in this run came to 0. The synthesized netlist contains 6 unique library cells. The total power per unit cell area came out at between 1000 and 1500 nW/µm². The later pin in the worst-skew pair is clocked with a latency of 0.25 ns.

Max-slew check failures listed in the final report amount to 0. The CTS tree is yes. In the final run the clock tree shows a worst skew of 0 ns.

The worst setup path is launched from a flip-flop. The setup slack after layout came out at roughly 0.088 ns. The post-synthesis cell count from yosys came out at 34.

The script extracted a total leakage power of approximately 0.26 nW. For this run, the detailed router reports a per-instance via density of between 2 and 3. The final tally of hold violations came out at 0. The first detailed-routing pass took 2 iterations. The number of buffers between clock root and the deepest sink is 2.

The run finished with clean final reports. The reg-to-reg critical path startpoint is d3.Q. The number of clock sinks is 8. The maximum VDD drop is 0.000153 V. The kind of capture point of the worst setup path is a primary output.
==> worst reg2reg max path, delay by kind of cell (launching register included) <==
family,cells,cell delay [ns]
and+or+nand+nor,1,0.05
DFF,1,0.31
muxes,1,0.13
==> layout by cell type (no fill, tap or decap), drive strengths merged <==
cell,instances
clkdlybuf4s50,10
mux2i,8
nor2,8
dfxtp,8
dlygate4sd2,8
clkbuf,3
buf,3
==> how the worst max path moves through the flow <==
stage     from  endpoint  slack, ns  cells past startpoint
6_report  d3.Q   dout[3]       0.09                      1
5_1_grt   d3.Q   dout[3]       0.04                      1
4_1_cts   d4.Q   dout[4]       0.06                      1
==> cell type report <==
| class | count | area share [%] |
|---|---|---|
| clock buffer | 3 | 3.98 |
| multi-input combinational | 16 | 19.5 |
| sequential | 8 | 30.1 |
| tap | 46 | 10.2 |
| timing repair buffer | 21 | 36.3 |
==> power by group <==
| group | internal, mW | switching, mW | total (mW) |
|---|---|---|---|
| Clock | 0.124 | 0.0927 | 0.217 |
| Sequential | 0.311 | 0.00724 | 0.318 |
| Combinational | 0.0746 | 0.0302 | 0.105 |
==> per-stage QoR <==
step / hold slack, ns / utilization [%] / cells
6_report: 0.479 / 16.6 / 94
5_1_grt: 0.511 / 16.6 / 94
4_1_cts: 0.485 / 16.6 / 94
3_5_place_dp: 0.491 / 15.9 / 91
3_3_place_gp: 0.473 / 15.9 / 91
2_1_floorplan: 0.367 / - / 34
==> cell families (layout without fill, tap and decap cells) <==
logic type / Yosys count / after routing / share of synthesized area, %
buffers and inverters: 10 / 24 / 21.7
and+or+nand+nor: 8 / 8 / 8.70
DFF: 8 / 8 / 46.4
muxes: 8 / 8 / 23.2
==> metal layers <==
layer | vias up | wire length, µm | GRT usage, %
met2 | 8 | 465 | 4.74
met1 | 125 | 312 | 2.95
li1 | 130 | - | -
met5 | - | 0 | 0
met4 | 0 | 0 | 0.528
met3 | 0 | 120 | 2.16
==> sequential cells by signal, indices dropped and copies added (netlist names) <==
name  count
d0.Q      1
d1.Q      1
d2.Q      1
d3.Q      1
d4.Q      1
d5.Q      1
d6.Q      1
d7.Q      1
==> what timing repair did <==
item	in CTS	in global routing
gates resized	16	0
endpoints found under the setup margin	8	0
hold endpoints to repair	0	0
Power and IR drop assume default switching activity.
