==> design.v <==
`timescale 1ns / 1ps
module decoder(addr,sel,enable);
input [3:0] addr;                   
output [15:0] sel;
reg [15:0] sel;
input enable;
always @(addr or enable)
	begin
	if(enable == 1'b1)
		begin
		case (addr)
		4'b0000: sel = 16'h0001; 
		4'b0001: sel = 16'h0002;
		4'b0010: sel = 16'h0004;
		4'b0011: sel = 16'h0008;
		4'b0100: sel = 16'h0010;
		4'b0101: sel = 16'h0020;
		4'b0110: sel = 16'h0040;
		4'b0111: sel = 16'h0080;
		4'b1000: sel = 16'h0100;
		4'b1001: sel = 16'h0200;
		4'b1010: sel = 16'h0400;
		4'b1011: sel = 16'h0800;
		4'b1100: sel = 16'h1000;
		4'b1101: sel = 16'h2000;
		4'b1110: sel = 16'h4000;
		4'b1111: sel = 16'h8000;
		default: sel = 16'hzzzz;
		endcase	
		end
	else
		sel = 16'hzzzz;
	end
endmodule
==> run.sh <==
#!/bin/bash
# OpenROAD 26Q1-2900-gdf79404cd8, Yosys 0.63+post, stock flow scripts
make -C /OpenROAD-flow-scripts/flow DESIGN_CONFIG=/design/flow/config.mk WORK_HOME=/design/flow/orfs finish
==> config.mk <==
export PLATFORM = sky130hd
export DESIGN_NAME = decoder
export DESIGN_NICKNAME = decoder
export VERILOG_FILES = /design/flow/design.v
export SDC_FILE = /design/flow/constraint.sdc
export NUM_CORES = 4
export LEC_CHECK = 1
export CORE_AREA = 10 10 70 70
export DIE_AREA = 0 0 80 80
==> constraint.sdc <==
current_design decoder

set clk_period 1.0
set clk_io_pct 0.2

create_clock -name clk0 -period $clk_period

set non_clock_inputs [all_inputs -no_clocks]
set_input_delay [expr $clk_period * $clk_io_pct] -clock clk0 $non_clock_inputs
set_output_delay [expr $clk_period * $clk_io_pct] -clock clk0 [all_outputs]
==> impl_metrics.json <==
{
  "failed_checks": "setup timing",
  "setup-violations-final": 13,
  "drtPass1Iterations": 3,
  "use_met2": 0.0465,
  "grt_max_degree": 8,
  "track_usage": 0.0399,
  "antenna_found_initial": 0,
  "fp_util": 0.0663,
  "peakVddDrop_v": 0.000130,
  "crit_arrival_ns": 0.95,
  "min_from": "addr[3]",
  "synth-warning-count": 3,
  "clock.fmax_ghz": 0.867,
  "period_minus_slack_ns": 1.15,
  "ys_seq_share": 0,
  "grt_use_met3": 0.0114,
  "rsz0062_at_grt": "true",
  "drtIter0Drc": 2,
  "mostFrequentLayoutCells": "buf_2 (16), buf_6 (13), and4bb_2 (6)",
  "cp_cell_sequence": "buf_12 -> buf_16 -> buf_6 -> nor4b_4 -> buf_2",
  "crit_start": "addr[3]",
  "final_layout_size_suffix_gt1_frac": 0.911,
  "hold_violations": 0,
  "relSlewSlack": 0.867,
  "grt-busiest-layer": "met1",
  "critPathSlowestCell": "nor4b_4",
  "die_height_um": 80,
  "drc": 0,
  "vias_per_cell": 3.48,
  "slowest_delay_ns": 0.26,
  "syn-cell-area_um2": 226,
  "hold_path_depth": 4,
  "dp_hpwl_um": 659,
  "rows": 21,
  "final_cells": 102,
  "port_buffers": 20,
  "warning_count": 35,
  "path_max_fanout": 7,
  "ys_cells": 20,
  "register_area_um2": 0,
  "tightest_slew_ns": 0.199,
  "critPathRequiredTime_ns": 0.80,
  "syn_avg_cell_area_um2": 11.3,
  "placed_cells": 86,
  "critical_path_class": "in2out",
  "hold_class": "in2out",
  "yosys_area_um2": 226,
  "grt_overflow_total": 0,
  "p_per_area_nw_per_um2": 346,
  "ant_nets": 0,
  "drv_slew": 0,
  "syn_inst": 20,
  "drt_wl_total_mm": 1.42,
  "grt_use_met1": 0.0692,
  "grt_pass1_wl_mm": 2.05,
  "flops": 0,
  "cp_top_family": "buffers and inverters",
  "die_area_um2": 6400,
  "grt_pass1_vias": 359,
  "route.vias.total": 355,
  "status": "finished, violations left",
  "setup_ws_ns": -0.153,
  "cp_num_buf_inv": 4,
  "ys_types": 6,
  "p_leak_nw": 0.339,
  "wl_per_cell_um": 14.0,
  "hold_buffers": 0,
  "diodes": 0,
  "core_area_um2": 3420,
  "layout.cells.most_common": "buf_2",
  "place_congestion": 0.692,
  "finalSetupTns_ns": -1.06,
  "critPathLaunchType": "input port",
  "nClkBuffers": 0,
  "holdPathEnd": "sel[1]",
  "die_w_um": 80,
  "fin_area_um2": 707,
  "syn_to_final_growth_pct": 212,
  "place_area_um2": 509,
  "maxCapViolations": 0,
  "fin_crit_sh": 1.15,
  "cp-end-kind": "primary output",
  "place_ws_ns": -0.814,
  "ios": 21
}
through the flow:
stage	hold slack (ns)	total power, W	utilization
2_1_floorplan	0.541	0.0000509	-
3_3_place_gp	1.50	0.000128	0.149
3_5_place_dp	1.50	0.000129	0.149
4_1_cts	0.750	0.000213	0.190
5_1_grt	0.771	0.000260	0.207
6_report	0.754	0.000244	0.207
how the worst max path moves through the flow:
stage,to,cells past startpoint
4_1_cts,sel[8],5
5_1_grt,sel[2],5
6_report,sel[2],5
report_power, final:
group          internal (W)  total (W)  switching (W)
sequential                0          0              0
clock                     0          0              0
combinational      0.000158   0.000244      0.0000864
total              0.000158   0.000244      0.0000864
tightest hold or removal path, delay by kind of cell:
kind                   cells  cell delay, ns
and+or+nand+nor            1            0.04
buffers and inverters      3            0.31
logic make-up (layout without fill, tap and decap cells):
kind of cell,Yosys count,in the layout,share of synthesized area
AND/OR/NAND/NOR,16,16,0.867
buffers and inverters,4,40,0.133
synth_stat cells:
| library cell | number | area (um2) |
|---|---|---|
| and4_1 | 1 | 8.76 |
| nor4b_2 | 4 | 60.1 |
| and4b_1 | 4 | 40.0 |
| buf_4 | 4 | 30.0 |
| nor4_2 | 1 | 12.5 |
| and4bb_2 | 6 | 75.1 |
final cells by class:
cell class         count  area, um2
fillers              365       2710
multi-input cells     16        240
well taps             46       57.6
repair buffers        40        409
what timing repair did:
item                                   in CTS  in global routing
setup buffers                              11                  1
endpoints found under the hold margin       0                  0
cloned                                      4                  0
setup endpoints to repair                  16                 13
resized                                    88                  9
pin swaps                                  13                  8
metal layers:
layer	part of all wire	wire length [um]
met1	0.57	809
met2	0.34	489
met3	0.088	125
met4	0	0
met5	0	0
Power and IR drop assume default switching activity.
